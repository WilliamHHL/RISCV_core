==> /design/flow/design.v <==
module btb_direct #(
    parameter INDEX_BITS = 4,
    parameter TAG_BITS   = 8
) (
    input  wire        clk,
    input  wire        rst,
    input  wire [31:0] r_pc,
    output wire        hit,
    output wire [31:0] pred_target,
    output wire        pred_is_jump,
    output wire        pred_is_return,
    input  wire        update_en,
    input  wire [31:0] u_pc,
    input  wire [31:0] u_target,
    input  wire        u_is_jump,
    input  wire        u_is_return
);
    localparam ENTRIES = (1 << INDEX_BITS);
    reg [ENTRIES-1:0]   valid_bits;
    reg [TAG_BITS-1:0]  tag_array     [0:ENTRIES-1];
    reg [29:0]          target_array  [0:ENTRIES-1];
    reg                 is_jump_array   [0:ENTRIES-1];
    reg                 is_return_array [0:ENTRIES-1];
    wire [INDEX_BITS-1:0] r_idx;
    wire [TAG_BITS-1:0]   r_tag;
    wire [INDEX_BITS-1:0] u_idx;
    wire [TAG_BITS-1:0]   u_tag;
    wire                  valid_r;
    wire [TAG_BITS-1:0]   tag_r;
    wire [29:0]           target_r;
    wire                  is_jump_r;
    wire                  is_return_r;
    assign r_idx = r_pc[INDEX_BITS+1:2];
    assign u_idx = u_pc[INDEX_BITS+1:2];
    assign r_tag = r_pc[INDEX_BITS+TAG_BITS+1:INDEX_BITS+2];
    assign u_tag = u_pc[INDEX_BITS+TAG_BITS+1:INDEX_BITS+2];
    assign valid_r  = valid_bits[r_idx];
    assign tag_r    = tag_array[r_idx];
    assign target_r = target_array[r_idx];
    assign is_jump_r   = is_jump_array[r_idx];
    assign is_return_r = is_return_array[r_idx];
    assign hit            = valid_r & (tag_r == r_tag);
    assign pred_target    = {target_r, 2'b00};
    assign pred_is_jump   = is_jump_r;
    assign pred_is_return = is_return_r;
    integer i;
    always @(posedge clk) begin
        if (rst) begin
            valid_bits <= {ENTRIES{1'b0}};
        end else if (update_en) begin
            valid_bits[u_idx]    <= 1'b1;
            tag_array[u_idx]     <= u_tag;
            target_array[u_idx]  <= u_target[31:2];
            is_jump_array[u_idx]   <= u_is_jump;
            is_return_array[u_idx] <= u_is_return;
        end
    end
endmodule
==> /design/flow/run.sh <==
#!/bin/bash
# OpenROAD 26Q1-2900-gdf79404cd8, Yosys 0.63+post, stock flow scripts
make -C /OpenROAD-flow-scripts/flow DESIGN_CONFIG=/design/flow/config.mk WORK_HOME=/design/flow/orfs finish
==> /design/flow/config.mk <==
export PLATFORM = sky130hd
export DESIGN_NAME = btb_direct
export DESIGN_NICKNAME = btb_direct
export VERILOG_FILES = /design/flow/design.v
export SDC_FILE = /design/flow/constraint.sdc
export NUM_CORES = 4
export LEC_CHECK = 1
export CORE_UTILIZATION = 50
==> /design/flow/constraint.sdc <==
current_design btb_direct

set clk_period 7.4
set clk_io_pct 0.2

create_clock -name clk0 -period $clk_period [get_ports {clk}]

set non_clock_inputs [all_inputs -no_clocks]
set_input_delay [expr $clk_period * $clk_io_pct] -clock clk0 $non_clock_inputs
set_output_delay [expr $clk_period * $clk_io_pct] -clock clk0 [all_outputs]
==> job_summary.md <==
### Metrics collected by this job

| Metric | Value |
|---|---|
| Final setup fails | 0 |
| Post-synthesis compound-gate area fraction | 0.00500 |
| Crit path DAT | 4430 ps |
| Yosys xor share | 0.00594 |
| Min-delay src | valid_bits[4] |
| Hold Vio Cnt, Final | 0 |
| Postcts setup bufs | 0 |
| CTS max path bufs | 3 |
| MaxCap Viol Count | 0 |
| Total power | 7.65 mW |
| Worst hold path type | flop to flop |
| Comb power frac | 0.051 |
| Routed WL | 51100 microns |
| Reg power frac | 0.540 |
| Most frequent CP cell | mux4_2 |
| Crit path largest cell delay | 500 ps |
| Sw Share | 0.199 |
| Synth Area in Simple Gates | 0.0117 |
| Core Area | 49200 sq um |
| EDFF count, synth | 640 |
| FF-to-FF End | valid_bits[8] |
| Ant. Diodes | 0 |
| CP Class | input pin to primary output |
| Synth top cell by count | edfxtp_1 |
| CP delay by family, top | buffers and inverters |
| Layout cells sized above 1 | 0.271 |
| DP Worst Slack | 1430 ps |
| Global-route wire length before repair | 76000 microns |
| CTS Buf Count | 68 |
| OpenROAD warning count | 70 |
| Vias | 11000 |
| WP buf/inv | 3 |
| Period minus WS final | 5910 ps |
| Cells resized by post-CTS repair | 0 |
| GPL Wtd Cong | 0.770 |
| Setup_tns | 0 ps |
| Pint | 6.12 mW |
| Max Slew Vio Count | 0 |
| Pwr Density | 265 nW/um^2 |
| GRT overflow | 0 |
| Pre-antenna DRT Iters | 4 |
| Mux share | 0.185 |
| Htree depth | 3 |
| Leak Pwr | 9.04 nW |
| Root buffer cell | clkbuf_16 |
| Final HPWL DP | 26400 microns |
| Clock Sinks | 656 |
| Synth Instances | 1026 |
| R2R setup slack | 6740 ps |
| DRC Markers | 0 |
| RSZ-0062 raised after global routing | no |
| DR vias/cell | 5.84 |
| Setup ws final | 1490 ps |
| Flops & latches, synth | 656 |
| Count of cell types in the netlist | 33 |
| Worst Path Max Fanout | 50 |
| Synth Seq Share | 0.780 |
| Synth Flop Type | edfxtp_1 |
| Adder-cell share of the synthesized area | 0.00200 |
| Avg Cell Area, Syn | 24.4 sq um |
| Clk slew on worst S/H paths | 50 ps |
| P&R area growth vs syn | 15.1% |
| Top cells by count | edfxtp_1 (640), mux4_2 (192), buf_2 (26), nor2_1 (25), clkbuf_1 (18) |
| Switching power | 1.53 mW |
| Transition time of the tightest slew-check pin | 726 ps |
| Setup Skew | 0 ps |
| Drt wl/cell | 27.2 microns |
| Initial antenna violation count | 3 |
| Clock network fraction of design power | 0.409 |
| Die area | 51000 sq um |
| Largest net degree at the start of global routing | 54 |
| Std cell rows | 81 |
| VDD IR max | 0.193 mV |
| Synth async-reset ratio | 0 |
| Filler Cell Count | 3423 |
| Synthesized area | 25000 sq um |
| Comb area leader | multiplexers |
| Pre-Place Util | 0.510 |
| RR Startpoint | valid_bits[8] |
| Dominant cells by area after synthesis | edfxtp_1 (77%), mux4_2 (17%), dfxtp_1 (1.3%) |
| Hold depth | 2 |
| Yosys top cell by area | edfxtp_1 |
| Synthesis area per yosys | 25000 sq um |
| Die W | 226 microns |
| WHS Endpoint | valid_bits[4] |
| CP required | 5920 ps |
| Late-Pin Clk Latency | 580 ps |
| CP Capture Type | primary output |
| Die Ht | 226 microns |
| Ys cells | 1026 |
| DR iter-0 viols | 567 |
| Crit path launch type | input pin |
| Slew headroom | 0.516 |
| Vias in the first global route | 12200 |
| Worst Reg2Reg Path Length in Cells | 2 |
| Outcome | complete, no violations |
| I/O pin count | 136 |
| Post-DRT Antenna Nets | 0 |
| Yosys warnings | 1 |
| Max-area cell share | 0.767 |
| Slowest cell on the critical path | clkdlybuf4s50_1 |
| # port buffers | 91 |
| GRT Total Usage | 0.239 |
| TritonCTS clock tree | built |
| Crit path cell chain | buf_6 -> buf_4 -> mux4_2 -> mux4_2 -> xnor2_1 -> nand2_1 -> nor4_2 -> clkdlybuf4s50_1 |
| # hold bufs at CTS | 0 |
| Fmax | 0.169 GHz |
| Period utilization | 0.798 |
power by group through the flow:
stage / sequential (mW) / combinational [mW] / clock (mW)
finish: 4.13 / 0.388 / 3.13
CTS: 4.13 / 0.399 / 3.21
global route: 4.13 / 0.424 / 3.35
tightest hold or removal path: stages, from the launching register on:
cell,delay [ps]
dfxtp_1,320
a21oi_1,40
nor2_1,60
through the flow:
| step | util | hold slack (ps) | cell area (sq um) | instances |
|---|---|---|---|---|
| after floorplan | - | 428 | 25100 | 1027 |
| after global placement | 0.545 | 442 | 26800 | 1760 |
| after detailed placement | 0.545 | 452 | 26800 | 1760 |
| after CTS | 0.587 | 466 | 28800 | 1880 |
| after global routing | 0.587 | 488 | 28800 | 1880 |
| final | 0.587 | 459 | 28800 | 1880 |
flip-flops by register name, summed over array words and instances (netlist names):
name	flops
tag_array	128
is_jump_array	16
is_return_array	16
valid_bits	16
target_array	480
how the worst max path moves through the flow:
stage         cells past startpoint  slack, ps  endpoint  startpoint
CTS                               8       1420       hit     r_pc[3]
global route                      8       1290       hit     r_pc[3]
finish                            8       1490       hit     r_pc[3]
routing by layer:
| layer | share of wire | wire length, microns | vias to the layer above | GRT usage |
|---|---|---|---|---|
| met5 | 0.00074 | 38 | - | 0 |
| met4 | 0.016 | 830 | 6 | 0.0327 |
| met3 | 0.13 | 6720 | 76 | 0.146 |
| met2 | 0.51 | 25800 | 625 | 0.353 |
| met1 | 0.35 | 17700 | 5575 | 0.352 |
| li1 | - | - | 4704 | - |
cell families (layout without fill, tap and decap cells):
kind of cell / Yosys count / after routing
multiplexers: 214 / 214
buffers and inverters: 55 / 244
AND-OR/OR-AND: 22 / 22
AND/OR/NAND/NOR: 57 / 57
adder cells (fa/ha/maj): 4 / 4
XOR/XNOR: 17 / 17
flip-flops: 656 / 656
other: 1 / 2
area by class of cell:
class / count / area, sq um / area share
Clock buffer: 83 / 1800 / 0.0624
Tap cell: 664 / 831 / 0.0288
Sequential cell: 656 / 19500 / 0.678
Clock inverter: 37 / 241 / 0.00837
Multi-Input combinational cell: 316 / 5280 / 0.183
Inverter: 3 / 11.3 / 0.000390
Timing Repair Buffer: 121 / 1130 / 0.0394
layout by cell type, fill, tap and decap left out, types with 3 or more instances in the layout:
cell             netlist  routed
nor2_1                25      25
dfxtp_1               16      16
clkbuf_1              18      13
inv_6                  0       4
clkbuf_16              0      70
mux4_2               192     192
mux4_1                 5       5
edfxtp_1             640     640
clkinv_2               0       7
and2_2                 0      14
xnor2_1               11      11
a21oi_1               16      16
buf_4                  4      31
clkinv_1               0      21
xor2_1                 6       6
clkdlybuf4s50_1        0      87
mux2i_1               17      17
ha_1                   4       4
inv_1                  3       3
nor3_1                 5       4
Power figures rest on the tool's default switching activity, not on a simulated workload.
