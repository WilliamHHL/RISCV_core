==> design/flow/design.v <==
module reg_file (
    input clk,
    input rst,
    input [4:0] rs1_addr,
    input [4:0] rs2_addr,
    input [4:0] rd_addr,
    input [31:0] rd_data,
    input rd_wen,
    output reg[31:0] rs1_data,
    output reg[31:0] rs2_data
);
    reg [31:0] regs [0:31];
    integer i;
    always @(*) begin
    if (rs1_addr == 0) begin
    rs1_data = 0;
        end else if(rd_wen && rs1_addr == rd_addr) begin
            rs1_data = rd_data;
        end else begin
            rs1_data = regs[rs1_addr];
        end
    end
    always @(*) begin
    if (rs2_addr == 0) begin
    rs2_data = 0;
        end else if(rd_wen && rs2_addr == rd_addr) begin
            rs2_data = rd_data;
        end else begin
            rs2_data = regs[rs2_addr];
        end
    end
    always @(posedge clk) begin
        if (rst) begin
            for (i = 0; i < 32; i = i + 1) begin
                regs[i] <= 32'b0;
            end
        end else if (rd_wen && (rd_addr != 5'd0)) begin
            regs[rd_addr] <= rd_data;
        end
    end
endmodule
==> design/flow/run.sh <==
#!/bin/bash
# OpenROAD 26Q1-2900-gdf79404cd8, Yosys 0.63+post, stock flow scripts
make -C /OpenROAD-flow-scripts/flow DESIGN_CONFIG=/design/flow/config.mk WORK_HOME=/design/flow/orfs finish
==> design/flow/config.mk <==
export PLATFORM = sky130hd
export DESIGN_NAME = reg_file
export DESIGN_NICKNAME = reg_file
export VERILOG_FILES = /design/flow/design.v
export SDC_FILE = /design/flow/constraint.sdc
export NUM_CORES = 4
export LEC_CHECK = 1
export CORE_UTILIZATION = 40
==> design/flow/constraint.sdc <==
current_design reg_file

set clk_period 15.0
set clk_io_pct 0.2

create_clock -name clk0 -period $clk_period [get_ports {clk}]

set non_clock_inputs [all_inputs -no_clocks]
set_input_delay [expr $clk_period * $clk_io_pct] -clock clk0 $non_clock_inputs
set_output_delay [expr $clk_period * $clk_io_pct] -clock clk0 [all_outputs]
==> impl_report.txt <==
PHYSICAL IMPLEMENTATION REPORT
----------------------------------------------------
[Setup path]
  Critical path data arrival time ........................ roughly 7.1 ns
  Crit-path max FO ........................ 36
  Critical Path End Type ........................ output pin
  Required time of the critical path ........................ 12.00 ns
  Launch point of the critical path ........................ rs1_addr[3]
  End point of the critical path ........................ rs1_data[20]
  Worst Setup Start Kind ........................ primary input
  Critical path start-end classification ........................ primary input to output pin

[STA]
  Final count of hold timing violations ........................ 0
  Actual slew at the worst max-slew pin ........................ 1.23 ns
  Post-route setup TNS ........................ 0 ns
  Hold slack ........................ 2.87 ns
  Final period demand of the worst path ........................ 10.08 ns
  Max-slew violations ........................ 0
  Maximum clock frequency ........................ 0.0992 GHz
  Rel. slew slack ........................ 17.7%
  Final tally of setup violations ........................ 0
  Setup repair after global routing missed its margin ........................ false
  Portion of the clock cycle consumed by the worst path in the final layout ........................ 67.2%
  Final worst setup slack ........................ 4.92 ns

[Worst hold path]
  Hold-critical path depth ........................ 1
  Beginning of the worst hold path ........................ rst
  Path category of the worst min-delay check ........................ primary input to flip-flop

[Routing]
  DRC Markers ........................ 0
  Routed WL per cell ........................ 34.2 um
  Number of vias per cell ........................ 6.14
  Antenna violation net count after detailed routing ........................ 0
  Drt initial violations ........................ 2692
  Total Routed Length ........................ 192000 um
  Pre-antenna DRT Iters ........................ 5
  Via count of the routed design ........................ 34600

[CTS]
  Clk root buf ........................ clkbuf_16
  Count of buffers added by post-CTS timing repair for setup ........................ 0
  Total number of clock tree sinks ........................ 1024
  Clock tree from TritonCTS ........................ done
  Maximum root-to-sink buffer count ........................ 3
  Clock Pin Slew Worst Setup and Hold Paths ........................ 0.06 ns
  Number of buffers added to fix hold violations after cts ........................ 0
  CTS Buf Count ........................ 107
  Depth of the CTS H-tree ........................ 3
  Resized Gates After CTS ........................ 0

[Yosys]
  Xor/xnor cell area share of the yosys netlist ........................ 0.160%
  Average instance area after synthesis ........................ 14.6 um^2
  Post-synth tally of flip-flops with integrated enable ........................ 1024
  Yosys cell count ........................ about 3700
  Distinct lib cells ........................ 50
  Synth Area in Simple Gates ........................ approximately 13%
  Largest logic family ........................ multiplexers
  Synth area leader ........................ edfxtp_1
  Post-synthesis cell area ........................ 0.0547 mm^2
  Part of the Yosys area used for sequential elements ........................ 56.2%
  #FFs+latches synth ........................ between 1000 and 1500
  Commonest register cell after synthesis ........................ edfxtp_1
  Synth mux share ........................ 21.2%
  Post-synthesis compound-gate area fraction ........................ 6.45%
  Synth top area share ........................ 56.2%
  Yosys chip area ........................ 0.0547 mm^2
  Number of warning messages in the yosys log ........................ 1
  Ranking of synthesized cells by instance count ........................ 1024 x edfxtp_1, 994 x and2_1, 388 x mux4_2
  Adder-cell share of the synthesized area ........................ 0%
  Synthesized netlist cell count ........................ 3740
  Top area cells in the synthesized netlist ........................ edfxtp_1 56%, mux4_2 16%, and2_1 11%
  Proportion of synthesized flip-flops having asynchronous set or reset ........................ 0%
  Cell with the most instances after synthesis ........................ edfxtp_1

[Placed design]
  Number of port buffers ........................ 113
  Detail Placement HPWL ........................ 114000 um
  Final GP Congestion ........................ 0.970
  Worst-case setup slack after placement ........................ 4.77 ns

[GRT]
  Vias in the first global route ........................ 36600
  GRT Resource Usage Total ........................ 30.5%
  Maximum number of pins on one net before global-route repair ........................ 78
  Global route total overflow ........................ 0
  Number of antenna violations at the first check in global routing ........................ 6
  Global-route wire length before repair ........................ between 200000 and 300000 um

[Pwr]
  Cell-internal power ........................ 0.00511 W
  Fraction of power consumed by the clock network ........................ 37.4%
  Seq pwr share ........................ 49.3%
  Max rail drop VDD ........................ 0.0000858 V
  Combinational share of power ........................ 13.2%
  Power Density ........................ 112 mW/mm^2
  Leakage dissipation ........................ 21.4 nW
  Switching fraction of total power ........................ between 20% and 30%
  Switching pwr ........................ ~0.0017 W

[Floorplanning]
  Count of boundary I/O pins ........................ between 100 and 150
  Floorplan Utilization ........................ just over 40%
  Area of the core ........................ 0.136 mm^2
  Number of core rows ........................ about 140
  Chip Height ........................ 372 um
  Overall die width ........................ ~370 um
  Overall die area ........................ 0.138 mm^2

[Cells and area]
  Tally of filler cells in the layout ........................ 11600
  Register with the most flip-flops ........................ regs
  FF+latch area ........................ 0.0307 mm^2
  Area growth from synthesis to final layout ........................ 12.2%
  Largest registers ........................ regs x1024
  Comb area ........................ 0.0226 mm^2
  Fraction of final layout cells with drive strength greater than 1 ........................ between 20% and 30%
  Largest register FFs ........................ 1024

[Run]
  Tally of max-capacitance violations ........................ 0
  OpenROAD warnings ........................ 26

[Run status]
  Outcome ........................ finished, final reports clean

----------------------------------------------------
## area by class of cell
cell class                      count  area share [%]
Sequential cell                  1024            50.1
Inverter                            2          0.0122
Tap cell                         1781            3.63
Clock inverter                     67           0.793
Multi-Input combinational cell   2331            36.8
Clock buffer                      130            4.57
Timing Repair Buffer              292            4.17
Antenna cell                        2         0.00815
## through the flow
step / total power, W / cell area, um^2 / utilization [%] / cells
detailed placement: 0.00433 / 58100 / 42.8 / 5430
global placement: 0.00433 / 58100 / 42.8 / 5429
floorplan: 0.00391 / 54800 / - / 3771
CTS: 0.00687 / 61400 / 45.3 / 5627
global route: 0.00703 / 61400 / 45.3 / 5627
finish: 0.00685 / 61400 / 45.3 / 5629
## cells in the final DEF, fill, tap and decap left out, drive strengths merged, types with 4 or more instances in the layout
master,count
a2111oi,24
a211oi,7
a21oi,78
a221o,13
a221oi,4
a22o,55
a22oi,133
a31oi,7
a32oi,9
and2,996
buf,186
bufinv,6
clkbuf,130
clkdlybuf4s50,105
clkinv,54
clkinvlp,4
conb,32
edfxtp,1024
inv,5
mux2,5
mux2i,281
mux4,388
nand2,35
nand3,12
nand3b,5
nor2,43
nor2b,6
o211ai,10
o21ai,9
o221a,18
o221ai,42
o22ai,41
o31ai,4
o32ai,4
or2,33
xnor2,10
## critical path: stages
cell and delay (ns):
clkdlybuf4s50_1 0.45, buf_4 0.28, or3b_4 0.64, buf_4 0.63
o22ai_1 0.15, a2111oi_1 0.82, buf_4 0.23, a21oi_1 0.05
a22o_1 0.25, clkdlybuf4s50_1 0.43
## cell families after synthesis
kind of cell | Yosys count
buf+inv | 416
mux | 674
compound gates | 469
xor+xnor | 10
flops | 1024
simple gates | 1146
other cells | 1
## how the worst min path moves through the flow
stage	endpoint
after CTS	regs[0][14]
final	regs[0][14]
after global routing	regs[0][14]
## power by group through the flow
stage	combinational, W	sequential (W)	clock, W
4_1_cts	0.000897	0.00338	0.00259
5_1_grt	0.000943	0.00340	0.00269
6_report	0.000907	0.00338	0.00257
## routing by layer
| metal | vias to the layer above | GRT usage, % | share of wire (%) |
|---|---|---|---|
| li1 | 14500 | - | - |
| met1 | 16900 | 36.1 | 32 |
| met2 | 2649 | 42.9 | 44 |
| met3 | 458 | 22.3 | 18 |
| met4 | 18 | 12.9 | 5.6 |
| met5 | - | 2.87 | 0.29 |
Power is estimated from default activity; no workload was simulated.
