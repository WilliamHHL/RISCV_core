==> flow/design.v <==
module ras_stack #(
    parameter DEPTH = 16,
    parameter PTR_BITS = 4
) (
    input  wire        clk,
    input  wire        rst,
    output wire        top_valid,
    output wire [31:0] top_addr,
    input  wire        push,
    input  wire [31:0] push_addr,
    input  wire        pop
);
    reg [31:0] stack [0:DEPTH-1];
    reg [PTR_BITS-1:0] sp;        
    reg [PTR_BITS:0]   count;     
    localparam [PTR_BITS:0] DEPTH_VALUE = DEPTH;
    wire non_empty = (count != {(PTR_BITS+1){1'b0}});
    wire full      = (count == DEPTH_VALUE);
    wire [PTR_BITS-1:0] top_idx = sp - {{(PTR_BITS-1){1'b0}}, 1'b1};
    assign top_valid = non_empty;
    assign top_addr  = non_empty ? stack[top_idx] : 32'b0;
    integer i;
    always @(posedge clk) begin
        if (rst) begin
            sp    <= {PTR_BITS{1'b0}};
            count <= {(PTR_BITS+1){1'b0}};
            for (i = 0; i < DEPTH; i = i + 1)
                stack[i] <= 32'b0;
        end else begin
            case ({push, pop})
                2'b00: begin
                end
                2'b01: begin
                    if (non_empty) begin
                        sp    <= sp - {{(PTR_BITS-1){1'b0}}, 1'b1};
                        count <= count - {{PTR_BITS{1'b0}}, 1'b1};
                    end
                end
                2'b10: begin
                    stack[sp] <= push_addr;
                    sp        <= sp + {{(PTR_BITS-1){1'b0}}, 1'b1};
                    if (!full)
                        count <= count + {{PTR_BITS{1'b0}}, 1'b1};
                end
                2'b11: begin
                    if (non_empty) begin
                        stack[sp - {{(PTR_BITS-1){1'b0}}, 1'b1}] <= push_addr;
                    end else begin
                        stack[sp] <= push_addr;
                        sp        <= sp + {{(PTR_BITS-1){1'b0}}, 1'b1};
                        count     <= count + {{PTR_BITS{1'b0}}, 1'b1};
                    end
                end
            endcase
        end
    end
endmodule
==> flow/run.sh <==
#!/bin/bash
# OpenROAD 26Q1-2900-gdf79404cd8, Yosys 0.63+post, stock flow scripts
make -C /OpenROAD-flow-scripts/flow DESIGN_CONFIG=/design/flow/config.mk WORK_HOME=/design/flow/orfs finish
==> flow/config.mk <==
export PLATFORM = sky130hd
export DESIGN_NAME = ras_stack
export DESIGN_NICKNAME = ras_stack
export VERILOG_FILES = /design/flow/design.v
export SDC_FILE = /design/flow/constraint.sdc
export NUM_CORES = 4
export LEC_CHECK = 1
export CORE_UTILIZATION = 50
==> flow/constraint.sdc <==
current_design ras_stack

set clk_period 21.9
set clk_io_pct 0.2

create_clock -name clk0 -period $clk_period [get_ports {clk}]

set non_clock_inputs [all_inputs -no_clocks]
set_input_delay [expr $clk_period * $clk_io_pct] -clock clk0 $non_clock_inputs
set_output_delay [expr $clk_period * $clk_io_pct] -clock clk0 [all_outputs]
==> GITHUB_STEP_SUMMARY <==
### Flow metrics

| Metric | Value |
|---|---|
| Power Dens Cells | `153 nW/um^2` |
| H-Tree Depth | `2` |
| Yosys chip area | `23300 sq um` |
| Top cell type's share of synthesized area | `0.659` |
| Max Fanout on Critical Path | `39` |
| Synth Area per Inst | `14.3 sq um` |
| Worst-path clk slew | `0.06 ns` |
| Synth area leader | `edfxtp_1` |
| Buffers on Ports | `68` |
| Critical path type | `reg2out` |
| Layout cells sized above 1 | `0.171` |
| Die area | `47500 sq um` |
| Post-CTS Setup Inserts | `0` |
| Post_cts resized | `0` |
| Worst Setup Start Kind | `flip-flop` |
| IR drop worst, VDD | `0.000173 V` |
| Top Ports | `69` |
| DRC | `0` |
| Via count of the routed design | `14300` |
| Total gr overflow | `0` |
| GP Congestion | `0.862` |
| TritonRoute pass-1 iters | `5` |
| Hold Path Class | `reg2reg` |
| Fin crit share | `0.415` |
| CTS Root Cell | `clkbuf_16` |
| First-pass GRT wire length | `98400 um` |
| Antenna Cells | `0` |
| Async SR Flop Fraction | `0` |
| Ys flop type | `edfxtp_1` |
| Synthesized area | `23300 sq um` |
| Vert. Die Dim | `218 um` |
| Largest cells by area after synthesis | `edfxtp_1 (66%), mux4_2 (12%), nor2_1 (8.7%)` |
| Routed len/inst | `28.9 um` |
| DP Wirelength | `35700 um` |
| Final-report hold violation count | `0` |
| RSZ-0062 raised after global routing | `no` |
| Leak | `8.83 nW` |
| Setup_tns | `0 ns` |
| Tool warnings | `26` |
| Core area | `45700 sq um` |
| Worst Setup End Kind | `primary output` |
| Pin count of the biggest net entering global routing | `68` |
| # Cells Yosys | `1635` |
| Die W | `218 um` |
| Number of vias per cell | `6.16` |
| Hold_ws | `0.534 ns` |
| Synthesized registers | `521` |
| Post-layout instance area | `26400 sq um` |
| Tot Pwr | `4.05 mW` |
| Commonest Layout Cell | `nor2_1` |
| Cell Type Count | `57` |
| Total of max-cap violations | `0` |
| Worst rel slew slack | `0.357` |
| Final worst path period need | `9.08 ns` |
| WP data arrival | `4.70 ns` |
| Most frequent cells in the layout | `nor2_1 (529), edfxtp_1 (512), mux4_2 (128)` |
| # rows | `78` |
| Initial antenna violation count | `0` |
| TritonCTS clock tree | `built` |
| Count of library flops with an enable pin | `512` |
| GR Util All Layers | `0.328` |
| Dpl cell area | `24800 sq um` |
| Slew Viols, Final | `0` |
| Clock Skews | `0.0166 ns` |
| DRT Wirelength | `67100 um` |
| CTS max path bufs | `3` |
| Hold-fix buffers at CTS | `0` |
| Warnings, synthesis | `1` |
| CTS Sinks | `521` |
| Mapped Cells | `1635` |
| Achievable frequency | `110 MHz` |
| Antenna Nets Post-Route | `0` |
| Worst path required time | `17.52 ns` |
| Late-Pin Clk Latency | `0.61 ns` |
| Fin cells | `2323` |
| Synth-to-Final Area Change | `13.3%` |
| Vias in the first global route | `15500` |
| Seq share, synth | `0.667` |
| Status | `completed` |
| Cell Count Post-Placement | `2225` |
| Core Util at FP | `0.511` |
| Num CTS Buffers | `54` |
| Final setup violation count | `0` |
| Worst Max-Slew Pin Slew | `0.964 ns` |
| Iter 0 DRT Violations | `1035` |
[where the power goes]
part	switching, mW	internal [mW]
registers	0.0643	1.31
clock network	0.381	0.495
logic	1.11	0.682
[cells by family (layout without fill, tap and decap cells)]
kind of cell / Yosys count / after routing / synth area share
and+or+nand+nor: 679 / 679 / 0.116
DFF: 521 / 521 / 0.667
muxes: 202 / 202 / 0.156
buffers and inverters: 134 / 222 / 0.0269
AOI/OAI and AO/OA: 82 / 82 / 0.0261
xor gates and xnor gates: 11 / 11 / 0.00413
adders and majority gates: 6 / 6 / 0.00354
[registers in the layout (all words and copies together) (netlist names)]
signal,count
count,5
stack,512
sp,4
[per-stage QoR]
stage / util / setup slack [ns]
floorplan: - / 14.37
global placement: 0.542 / 13.56
detailed placement: 0.542 / 13.46
CTS: 0.579 / 12.80
global route: 0.579 / 12.65
finish: 0.579 / 12.82
[cell usage after synthesis (all sizes together), types with 2 or more instances]
master   count
a211oi       4
a21o         7
a21oi        8
a311oi       2
a31oi        3
a41o         2
buf         72
clkbuf      56
dfxtp        9
edfxtp     512
ha           5
inv          5
mux2         3
mux2i       71
mux4       128
nand2       46
nand2b       3
nand3       70
nor2       540
nor2b        4
nor3         6
nor4         4
o2111ai      3
o21ai        7
o21bai       4
o22ai       33
o31ai        2
or2          2
xnor2       10
[final cells by class]
type / instances / area, sq um
Sequential cell: 521 / 15600
Fill cell: 3469 / 19300
Clock buffer: 70 / 1430
Clock inverter: 28 / 226
Inverter: 6 / 22.5
Multi-Input combinational cell: 980 / 7360
Timing Repair Buffer: 118 / 1070
Tap cell: 600 / 751
[critical path, cell delays in order, from the launching register on]
cell and delay (ns):
dfxtp_1 0.58, clkinv_1 0.44, ha_4 0.67, buf_4 0.53
buf_4 0.59, mux4_2 0.32, mux2i_1 0.07, o22ai_1 0.31
clkdlybuf4s50_1 0.53
[worst paths after layout]
check / slack, ns / cells after the start / endpoint / startpoint
setup / recovery: 12.82 / 8 / top_addr[19] / sp[1]
hold / removal: 0.53 / 2 / count[3] / count[3]
setup reg to reg: 17.40 / 9 / stack[1][14] / sp[1]
hold reg to reg: 0.53 / 2 / count[3] / count[3]
[routing by layer]
| metal | track usage | up-vias | wire length [um] |
|---|---|---|---|
| met5 | 0.0115 | - | 71 |
| met4 | 0.0662 | 4 | 1640 |
| met3 | 0.250 | 117 | 12400 |
| met2 | 0.459 | 1129 | 31100 |
| met1 | 0.438 | 6863 | 21900 |
| li1 | - | 6189 | - |
Power is estimated from default activity; no workload was simulated.
